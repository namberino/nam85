--- design/flow/config.mk ---
export PLATFORM = sky130hd
export DESIGN_NAME = uart_transmitter
export DESIGN_NICKNAME = uart_transmitter
export VERILOG_FILES = /design/flow/design.v
export SDC_FILE = /design/flow/constraint.sdc
export NUM_CORES = 4
export LEC_CHECK = 1
export CORE_AREA = 10 10 70 70
export DIE_AREA = 0 0 80 80
--- design/flow/constraint.sdc ---
current_design uart_transmitter

set clk_period 3.2
set clk_io_pct 0.2

create_clock -name clk0 -period $clk_period [get_ports {clk}]

set non_clock_inputs [all_inputs -no_clocks]
set_input_delay [expr $clk_period * $clk_io_pct] -clock clk0 $non_clock_inputs
set_output_delay [expr $clk_period * $clk_io_pct] -clock clk0 [all_outputs]
--- design/flow/design.v ---
module uart_transmitter(
    input clk,
    input rst,
    input enable,
    input[7:0] data_in,
    output busy,
    output bit_out
);
    localparam IDLE = 4'd0;
    localparam START_TRANSMIT = 4'd1;
    localparam TRANSMIT_BYTE = 4'd2;
    localparam END_TRANSMIT = 4'd3;
    reg[3:0] state = IDLE;
    reg tx_busy;
    reg tx_bit;
    reg[3:0] bit_counter = 4'd0;
    always @ (posedge clk or posedge rst)
    begin
        if (rst)
        begin
            tx_busy <= 0;
            tx_bit <= 1;
        end else
        begin
            case (state)
                IDLE:
                begin
                    tx_busy <= 0;
                    tx_bit <= 1;
                    if (enable)
                        state <= START_TRANSMIT;
                    else
                        state <= IDLE;
                end
                START_TRANSMIT:
                begin
                    tx_busy <= 1;
                    tx_bit <= 0;
                    state <= TRANSMIT_BYTE;
                end
                TRANSMIT_BYTE:
                begin
                    if (bit_counter >= 4'd8)
                    begin
                        tx_bit <= 1'b1;
                        bit_counter <= 4'd0;
                        state <= IDLE;
                    end else
                    begin
                        tx_bit <= data_in[bit_counter];
                        bit_counter <= bit_counter + 1;
                    end
                end
            endcase
        end
    end
    assign busy = tx_busy;
    assign bit_out = tx_bit;
endmodule
--- design/flow/run.sh ---
#!/bin/bash
# OpenROAD 26Q1-2900-gdf79404cd8, Yosys 0.63+post, stock flow scripts
make -C /OpenROAD-flow-scripts/flow DESIGN_CONFIG=/design/flow/config.mk WORK_HOME=/design/flow/orfs finish
==> flow_summary.json <==
{
  "status": "finished, final reports clean",
  "design_area_um2": 684,
  "wirelength_um": 951,
  "fp-utilization_pct": 14.4,
  "die_area_mm2": 0.00640,
  "drt-pass1-iter-count": 3,
  "place_area_um2": 658,
  "synth.avg_cell_area_um2": 11.4,
  "leakage_nw": 0.273,
  "crit_start": "tx_bit",
  "drc": 0,
  "rsz0062_at_grt": "false",
  "critPathCaptureType": "output port",
  "cp_data_arrival_time_ns": 1.22,
  "worstSetupPathType": "reg2out",
  "num_rows": 21,
  "period_used_pct": 58.2,
  "syn2layout_area_growth_pct": 39.2,
  "ys_seq_share_pct": 47.1,
  "power_mw": 0.259,
  "worstMarginPinSlew_ns": 0.370,
  "cts_tree": "built",
  "antennaDiodeCount": 0,
  "final_antenna_net_count": 0,
  "critPathMaxStageDelay_ns": 0.52,
  "fin_crit_ns": 1.86,
  "synthCells": 43,
  "antenna_found_initial": 0,
  "clock_latency_ns": 0.25,
  "ys_cells": 43,
  "cpLargestDelayFamily": "flip-flops",
  "post_cts_resized": 0,
  "h-tree-depth": 1,
  "max_freq_mhz": 537,
  "ios": 13,
  "critPathRequiredTime_ns": 2.56,
  "warning_count": 30,
  "ir_worst_vdd_v": 0.0000867,
  "setup_viol": 0,
  "io_buffers": 12,
  "cts_setup_buffers": 0,
  "grt_overflow": 0,
  "critPathSlowestCell": "dfstp_2",
  "start_kind": "flip-flop",
  "maxSlewViolCount": 0,
  "grt_pass1_wl_mm": 1.61,
  "ys_types": 18,
  "reg2reg_depth": 3,
  "syn_area_um2": 492,
  "cap_violations": 0,
  "timing.setup.tns_ns": 0,
  "worstPathMaxFanout": 2,
  "die_h_um": 80,
  "hold_class": "reg2reg",
  "clock-root-buffer": "clkbuf_4",
  "gp_congestion": 0.760,
  "die_x_um": 80,
  "num_vias": 328,
  "relSlewSlack_pct": 75.3,
  "holdBufCountCts": 0,
  "crit_cells": 1,
  "timing.reg2reg.setup_slack_ns": 1.63,
  "drive_gt1_share_pct": 8.62,
  "fin_worst_skew_ns": 0.00451,
  "ys_ff": 8,
  "r2r_end": "tx_bit",
  "yosys_warnings": 1,
  "hold_viol": 0,
  "timing.rr.start": "bit_counter[0]",
  "drt_iter0_markers": 16,
  "dpl.hpwl_um": 775,
  "power.density_mw_per_mm2": 378,
  "grt_pass1_vias": 337,
  "crit_buf_inv": 1,
  "endpoint": "bit_out",
  "cts_buffers": 3,
  "ys_chip_area_um2": 492,
  "wl_per_cell_um": 9.14,
  "clk_pin_slew_ns": 0.05,
  "vias_per_cell": 3.15,
  "core_mm2": 0.00342,
  "clk_path_buf_depth": 2,
  "grt_usage_pct": 3.09,
  "grt_max_degree": 7,
  "cts.sinks": 8,
  "cp_cell_sequence": "clkdlybuf4s50_1"
}
[state kept, by name (all words and copies together) (netlist names)]
| register | cells |
|---|---|
| tx_busy | 1 |
| bit_counter | 4 |
| tx_bit | 1 |
| state | 2 |
[how the worst min path moves through the flow]
stage           start      end  slack, ns  cells after the start
CTS           tx_busy  tx_busy       0.50                      1
global route  tx_busy  tx_busy       0.52                      1
finish        tx_busy  tx_busy       0.50                      1
[metal layers]
metal	vias to the layer above	GRT usage, %	wire, um
met2	11	3.29	314
li1	174	-	-
met4	0	0.880	12
met1	141	4.81	523
met3	2	1.82	100
met5	-	0	0
[cells in the mapped netlist, drive strengths merged]
master  number  area (um^2)
nor3         3         15.0
inv          7         26.3
ha           6         75.1
buf          1         11.3
xnor2        1         8.76
mux2i        2         20.0
dfstp        1         26.3
and2         1         6.26
edfxtp       6          180
o31a         1         8.76
nand2        2         7.51
nor2b        5         31.3
dfrtp        1         25.0
a21o         1         7.51
o21ai        1         5.00
o211ai       1         7.51
mux4         1         22.5
nor2         2         7.51
[logic make-up (layout without fill, tap and decap cells)]
group,Yosys count,in the layout,share of synthesized area (%)
AND-OR/OR-AND,4,4,5.85
flip-flops,8,8,47.1
multiplexers,3,3,8.65
buffers and inverters,8,23,7.63
adder cells (fa/ha/maj),6,6,15.3
XOR/XNOR,1,1,1.78
AND/OR/NAND/NOR,13,13,13.7
[area by class of cell]
cell class | count | area, um^2
well taps | 46 | 57.6
repair buffers | 12 | 120
multi-input cells | 27 | 223
clock buffers | 4 | 26.3
flip-flops and latches | 8 | 231
inverters | 7 | 26.3
fillers | 370 | 2730
[report_power, final]
| group | switching (mW) | total [mW] | internal (mW) |
|---|---|---|---|
| clock network | 0.0348 | 0.0825 | 0.0477 |
| logic | 0.0155 | 0.0465 | 0.0310 |
| registers | 0.00650 | 0.130 | 0.123 |
| total | 0.0567 | 0.259 | 0.202 |
[layout by cell type (no fill, tap or decap), types with 2 or more instances in the layout]
cell	instances
clkbuf_4	3
clkdlybuf4s50_1	12
edfxtp_1	6
ha_1	6
inv_1	7
mux2i_1	2
nand2_1	2
nor2_1	2
nor2b_1	5
nor3_1	3
[metrics by stage]
step	instances	worst slack (ns)	hold WS (ns)	util (%)
floorplan	43	1.61	0.380	-
CTS	104	1.31	0.500	20.0
global route	104	1.30	0.520	20.0
finish	104	1.34	0.495	20.0
detailed placement	100	1.15	0.486	19.3
global placement	100	1.17	0.476	19.3
