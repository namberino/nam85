## ./constraint.sdc

```tcl
current_design uart_receiver

set clk_period 1.9
set clk_io_pct 0.2

create_clock -name clk0 -period $clk_period [get_ports {clk}]

set non_clock_inputs [all_inputs -no_clocks]
set_input_delay [expr $clk_period * $clk_io_pct] -clock clk0 $non_clock_inputs
set_output_delay [expr $clk_period * $clk_io_pct] -clock clk0 [all_outputs]
```

## ./config.mk

```make
export PLATFORM = sky130hd
export DESIGN_NAME = uart_receiver
export DESIGN_NICKNAME = uart_receiver
export VERILOG_FILES = /design/flow/design.v
export SDC_FILE = /design/flow/constraint.sdc
export NUM_CORES = 4
export LEC_CHECK = 1
export CORE_AREA = 10 10 70 70
export DIE_AREA = 0 0 80 80
```

## ./design.v

```verilog
module uart_receiver (
    input clk,
    input rst,
    input bit_in,
    output[7:0] data_out,
    output received_byte
);
    reg[7:0] shift_reg;
    reg[3:0] bit_counter = 0;
    wire[7:0] output_next;
    reg received_data;
    reg start_bit_on;
    always @ (posedge clk or posedge rst)
    begin
        if (rst)
        begin
            shift_reg <= 0;
            received_data <= 0;
            bit_counter <= 0;
            start_bit_on <= 0;
        end else
        begin
            if (received_data)
            begin
                bit_counter <= 0;
                received_data <= 0;
                shift_reg <= 0;
                start_bit_on <= 0;
            end else if (start_bit_on)
            begin
                shift_reg <= output_next;
                bit_counter <= bit_counter + 1'b1;
            end else
            begin
                if (bit_in == 0)
                    start_bit_on <= 1;
            end
        end
    end
    always @ (negedge clk)
    begin
        if (bit_counter >= 4'd8)
            received_data <= 1;
    end
    assign output_next = {shift_reg[6:0], bit_in};
    assign data_out = shift_reg;
    assign received_byte = received_data;
endmodule
```

## ./run.sh

```bash
#!/bin/bash
# OpenROAD 26Q1-2900-gdf79404cd8, Yosys 0.63+post, stock flow scripts
make -C /OpenROAD-flow-scripts/flow DESIGN_CONFIG=/design/flow/config.mk WORK_HOME=/design/flow/orfs finish
```

==> run_results.csv <==
group,metric,value,unit
timing,rsz0062_at_grt,"false",
final_layout,drive_gt1_frac,0.324,
final_layout,post-route-util,0.159,
timing,setup_viol,0,
place,dpl_worst_slack,0.659,ns
die,die_y,80,um
yosys,synth_cells,22,
die,rows,21,
detailed_routing,via_per_inst,2.54,
grt,grt_pass1_wl,1120,um
critical_path,reg2reg_from,"start_bit_on$_DFF_PP0_",
yosys,synthesis.area,378,um^2
clocking,clk_pin_slew,0.07,ns
yosys,synth-seq-cells,9,
detailed_routing,ant_nets,0,
timing,slew_violations,0,
clocking,clock_path_buffers,2,
clocking,cts_tree,"yes",
clocking,cts.sinks,9,
critical_path,reg2reg_slack,0.80,ns
status,status,"complete, no violations",
place,io_buffers,10,
yosys,topCellsByArea,"dfrtp_1 (60%), mux2_4 (32%), buf_6 (3.0%), buf_4 (2.0%), nand2b_1 (1.7%)",
critical_path,cp-start-kind,"register",
yosys,synth.distinct_cells,7,
die,fp_util,0.111,
critical_path,path_depth,1,
grt,grt_use_total,0.0231,
final_layout,area_growth,43.7,%
detailed_routing,vias,203,
critical_path,cp-end-kind,"primary output",
critical_path,cp.arrival,1.13,ns
critical_path,cp_cell_sequence,"clkdlybuf4s50_1",
die,die_w,80,um
place,hpwl,527,um
clocking,root_buffer,"clkbuf_4",
grt,grt-ovfl-total,0,
min_path,worstHoldPathType,"input port to async pin",
grt,antenna_found_initial,0,
critical_path,cp.buffers_inverters,1,
detailed_routing,wl,676,um
pwr,vdd_drop_max,0.309,mV
critical_path,critPathMaxStageDelay,0.49,ns
yosys,synth-warning-count,3,
grt,grt_max_degree,10,
clocking,cts_made_buffers,3,
grt,grt_pass1_vias,232,
flow_run,cap_violations,0,
timing,setup_ws,0.394,ns
detailed_routing,wire_per_inst,8.45,um
die,fp.coreArea,0.00342,mm^2
timing,fin_crit,1.51,ns
critical_path,crit_slowest_cell,"clkdlybuf4s50_1",
timing,fmax,664,MHz
critical_path,worstReg2RegEnd,"shift_reg[7]$_DFFE_PP0P_",
critical_path,worstSetupPathType,"register to primary output",
yosys,ys_area,378,um^2
timing,hold_viol_final,0,
critical_path,reg2reg_depth,1,
critical_path,worst_path_dominant_cell_family,"buffers and inverters",
detailed_routing,drt_drc_violations_left,0,
yosys,synth_stat.cells,22,
timing,timing.hold.ws,0.375,ns
pwr,powerDensity,721,mW/mm^2
yosys,syn_avg_cell_area,17.2,um^2
clocking,cts-hold-fix-buffers,0,
place,place.gp.congestion,0.631,
final_layout,largest_register_ffs,8,
detailed_routing,dr.pass1.iters,2,
yosys,top_area_frac,0.596,
pwr,p_leak,0.243,nW
detailed_routing,drt_iter0_drc,17,
timing,fin_tns_setup,0,ns
die,dieArea,0.00640,mm^2
clocking,clock_latency,0.26,ns
die,ios,12,
detailed_routing,num_antenna_cells,0,
critical_path,cp_data_required_time,1.52,ns
flow_run,tool_warnings,25,
yosys,yosys.stat.seqShare,0.596,
timing,finClkSkew,0.0112,ns
clocking,postCtsSetupBuffers,0,
clocking,cts_resized,0,
critical_path,crit_fanout,3,
clocking,h-tree-depth,1,
timing,finalCritPeriodShare,0.793,
yosys,top_area_cell,"dfrtp_1",
cells in the final DEF (no fill, tap or decap):
cell,n
clkdlybuf4s50_1,10
dfrtp_1,9
mux2_4,8
clkbuf_4,3
nand2b_1,1
inv_1,1
conb_1,1
clkbuf_1,1
metal layers:
metal / vias to the layer above / global-route usage / wire length (um)
li1: 96 / - / -
met1: 96 / 0.0319 / 374
met2: 11 / 0.0217 / 181
met3: 0 / 0.0273 / 120
met4: 0 / 0.00176 / 0
met5: - / 0 / 0
Yosys cell counts (all sizes together):
cell type / n
buf: 2
conb: 1
dfrtp: 9
inv: 1
mux2: 8
nand2b: 1
worst max path at each step:
stage,start,endpoint
4_1_cts,shift_reg[3]$_DFFE_PP0P_,data_out[3]
5_1_grt,shift_reg[1]$_DFFE_PP0P_,data_out[1]
6_report,shift_reg[3]$_DFFE_PP0P_,data_out[3]
power by group:
part / switching [mW] / internal [mW] / total [mW]
Sequential: 0.00693 / 0.201 / 0.208
Clock: 0.0662 / 0.0808 / 0.147
Combinational: 0.00767 / 0.0293 / 0.0369
Total: 0.0808 / 0.311 / 0.391
kinds of logic after synthesis:
family	count (synthesis)	share of synthesized area
flip-flops	9	0.596
multiplexers	8	0.318
other	1	0.00992
buffers and inverters	3	0.0596
AND/OR/NAND/NOR	1	0.0166
layout make-up:
type | count | area [um^2]
inverter | 1 | 3.75
timing repair buffer | 10 | 100
sequential | 9 | 225
tap | 46 | 57.6
fill | 396 | 2870
multi-input combinational | 10 | 130
clock buffer | 4 | 26.3
per-stage QoR:
step                      power [mW]  instance area [um^2]  std cells
after detailed placement       0.249                   517         76
after global placement         0.249                   517         76
final                          0.391                   543         80
after CTS                      0.397                   543         80
after floorplan                0.225                   378         22
after global routing           0.414                   543         80
Power figures rest on the tool's default switching activity, not on a simulated workload.
